===== ./config.mk =====
export PLATFORM = sky130hd
export DESIGN_NAME = controller
export DESIGN_NICKNAME = controller
export VERILOG_FILES = /design/flow/design.v
export SDC_FILE = /design/flow/constraint.sdc
export NUM_CORES = 4
export LEC_CHECK = 1
export CORE_AREA = 10 10 87 87
export DIE_AREA = 0 0 97 97

===== ./constraint.sdc =====
current_design controller

set clk_period 5.1
set clk_io_pct 0.2

create_clock -name clk0 -period $clk_period [get_ports {clk}]

set non_clock_inputs [all_inputs -no_clocks]
set_input_delay [expr $clk_period * $clk_io_pct] -clock clk0 $non_clock_inputs
set_output_delay [expr $clk_period * $clk_io_pct] -clock clk0 [all_outputs]

===== ./design.v =====
module controller #(parameter CTRL_SIZE = 21)(
	input logic clk, rstn, ex_no_stay,	 
	input logic [31:0] instruction,
	output logic [CTRL_SIZE-1:0] ctrl_signals
);
	localparam W_I = 9;	 
	localparam W_C = CTRL_SIZE + 9;	 
	logic [2**W_I-1:0][0:W_C-1] control_store;
	logic [8:0] ctrl_addr;
	logic [6:0] opcode;
	logic [2:0] func3;
	assign opcode = instruction[6:0];
	assign func3 = instruction[14:12];
	assign ctrl_addr[8:4] = instruction[6:2];
	always_comb begin
		if (opcode == 7'b0110011 ||	
			(opcode == 7'b0010011 && func3 == 3'b101))
			ctrl_addr[0] = instruction[30];
		else
			ctrl_addr[0] = 1'b0;
		if (opcode == 7'b0110011 ||
			 opcode == 7'b0010011 ||
			 opcode == 7'b0000011 ||
		    opcode == 7'b1100111 ||
			 opcode == 7'b0100011 ||
			 opcode == 7'b1100011 )
			ctrl_addr[3:1] = func3;
		else
			ctrl_addr[3:1] = 3'b0;
	end
	logic stay;
	logic [8:0] next_addr;
	logic [W_C-1:0] cur_ctrl;
	always @(posedge clk or negedge rstn) begin
		if (!rstn) begin
			stay <= 1'b0;
			next_addr <= 9'b0;
		end else begin
			stay <= (cur_ctrl[12] & (~ex_no_stay));
			next_addr <= cur_ctrl[8:0];
		end
	end
	assign cur_ctrl = stay? control_store[next_addr] : control_store[ctrl_addr];
	assign ctrl_signals = instruction? cur_ctrl[W_C-1:9] : {CTRL_SIZE{1'b0}};		 
	assign control_store[9'b011000000] = {1'b1,	4'b0000,	1'b0,	1'b0,	1'b0,	1'b0,	2'b00,	1'b0,	2'b00,	3'b000,	1'b0,	1'b0,	1'b0,	1'b0,	9'b000000000};  
	assign control_store[9'b011000001] = {1'b1,	4'b0001,	1'b0,	1'b0,	1'b0,	1'b0,	2'b00,	1'b0,	2'b00,	3'b000,	1'b0,	1'b0,	1'b0,	1'b0,	9'b000000000};  
	assign control_store[9'b011000010] = {1'b1,	4'b0010,	1'b0,	1'b0,	1'b0,	1'b0,	2'b00,	1'b0,	2'b00,	3'b000,	1'b0,	1'b0,	1'b0,	1'b0,	9'b000000000};  
	assign control_store[9'b011000100] = {1'b1,	4'b1000,	1'b0,	1'b0,	1'b0,	1'b0,	2'b00,	1'b0,	2'b00,	3'b000,	1'b0,	1'b0,	1'b0,	1'b0,	9'b000000000};  
	assign control_store[9'b011000110] = {1'b1,	4'b1001,	1'b0,	1'b0,	1'b0,	1'b0,	2'b00,	1'b0,	2'b00,	3'b000,	1'b0,	1'b0,	1'b0,	1'b0,	9'b000000000};  
	assign control_store[9'b011001000] = {1'b1,	4'b0111,	1'b0,	1'b0,	1'b0,	1'b0,	2'b00,	1'b0,	2'b00,	3'b000,	1'b0,	1'b0,	1'b0,	1'b0,	9'b000000000};  
	assign control_store[9'b011001010] = {1'b1,	4'b0011,	1'b0,	1'b0,	1'b0,	1'b0,	2'b00,	1'b0,	2'b00,	3'b000,	1'b0,	1'b0,	1'b0,	1'b0,	9'b000000000};  
	assign control_store[9'b011001011] = {1'b1,	4'b0100,	1'b0,	1'b0,	1'b0,	1'b0,	2'b00,	1'b0,	2'b00,	3'b000,	1'b0,	1'b0,	1'b0,	1'b0,	9'b000000000};  
	assign control_store[9'b011001100] = {1'b1,	4'b0110,	1'b0,	1'b0,	1'b0,	1'b0,	2'b00,	1'b0,	2'b00,	3'b000,	1'b0,	1'b0,	1'b0,	1'b0,	9'b000000000};  
	assign control_store[9'b011001110] = {1'b1,	4'b0101,	1'b0,	1'b0,	1'b0,	1'b0,	2'b00,	1'b0,	2'b00,	3'b000,	1'b0,	1'b0,	1'b0,	1'b0,	9'b000000000};  
	assign control_store[9'b011001111] = {1'b1,	4'b1100,	1'b0,	1'b0,	1'b0,	1'b0,	2'b00,	1'b0,	2'b00,	3'b000,	1'b0,	1'b0,	1'b0,	1'b0,	9'b000000000};  
	assign control_store[9'b001000000] = {1'b1,	4'b0000,	1'b1,	1'b0,	1'b0,	1'b0,	2'b00,	1'b0,	2'b00,	3'b000,	1'b0,	1'b0,	1'b0,	1'b0,	9'b000000000};  
	assign control_store[9'b001000100] = {1'b1,	4'b1000,	1'b1,	1'b0,	1'b0,	1'b0,	2'b00,	1'b0,	2'b00,	3'b000,	1'b0,	1'b0,	1'b0,	1'b0,	9'b000000000};  
	assign control_store[9'b001000110] = {1'b1,	4'b1001,	1'b1,	1'b0,	1'b0,	1'b0,	2'b00,	1'b0,	2'b00,	3'b000,	1'b0,	1'b0,	1'b0,	1'b0,	9'b000000000};  
	assign control_store[9'b001001000] = {1'b1,	4'b0111,	1'b1,	1'b0,	1'b0,	1'b0,	2'b00,	1'b0,	2'b00,	3'b000,	1'b0,	1'b0,	1'b0,	1'b0,	9'b000000000};  
	assign control_store[9'b001001100] = {1'b1,	4'b0110,	1'b1,	1'b0,	1'b0,	1'b0,	2'b00,	1'b0,	2'b00,	3'b000,	1'b0,	1'b0,	1'b0,	1'b0,	9'b000000000};  
	assign control_store[9'b001001110] = {1'b1,	4'b0101,	1'b1,	1'b0,	1'b0,	1'b0,	2'b00,	1'b0,	2'b00,	3'b000,	1'b0,	1'b0,	1'b0,	1'b0,	9'b000000000};  
	assign control_store[9'b001000010] = {1'b1,	4'b0010,	1'b1,	1'b0,	1'b0,	1'b0,	2'b00,	1'b0,	2'b00,	3'b000,	1'b0,	1'b0,	1'b0,	1'b0,	9'b000000000};  
	assign control_store[9'b001001010] = {1'b1,	4'b0011,	1'b1,	1'b0,	1'b0,	1'b0,	2'b00,	1'b0,	2'b00,	3'b000,	1'b0,	1'b0,	1'b0,	1'b0,	9'b000000000};  
	assign control_store[9'b001001011] = {1'b1,	4'b0100,	1'b1,	1'b0,	1'b0,	1'b0,	2'b00,	1'b0,	2'b00,	3'b000,	1'b0,	1'b0,	1'b0,	1'b0,	9'b000000000};  
	assign control_store[9'b011010000] = {1'b1,	4'b1011,	1'b1,	1'b0,	1'b0,	1'b0,	2'b00,	1'b0,	2'b00,	3'b000,	1'b0,	1'b0,	1'b0,	1'b0,	9'b000000000};  
	assign control_store[9'b001010000] = {1'b1,	4'b0000,	1'b1,	1'b1,	1'b0,	1'b0,	2'b00,	1'b0,	2'b00,	3'b000,	1'b0,	1'b0,	1'b0,	1'b0,	9'b000000000};  
	assign control_store[9'b000000000] = {1'b1,	4'b0000,	1'b1,	1'b0,	1'b0,	1'b1,	2'b00,	1'b0,	2'b01,	3'b000,	1'b1,	1'b0,	1'b0,	1'b0,	9'b000000001};  
	assign control_store[9'b000000010] = {1'b1,	4'b0000,	1'b1,	1'b0,	1'b0,	1'b1,	2'b01,	1'b0,	2'b01,	3'b000,	1'b1,	1'b0,	1'b0,	1'b0,	9'b000000011};  
	assign control_store[9'b000000100] = {1'b1,	4'b0000,	1'b1,	1'b0,	1'b0,	1'b1,	2'b11,	1'b0,	2'b01,	3'b000,	1'b1,	1'b0,	1'b0,	1'b0,	9'b000000101};  
	assign control_store[9'b000001000] = {1'b1,	4'b0000,	1'b1,	1'b0,	1'b0,	1'b1,	2'b00,	1'b1,	2'b01,	3'b000,	1'b1,	1'b0,	1'b0,	1'b0,	9'b000001001};  
	assign control_store[9'b000001010] = {1'b1,	4'b0000,	1'b1,	1'b0,	1'b0,	1'b1,	2'b01,	1'b1,	2'b01,	3'b000,	1'b1,	1'b0,	1'b0,	1'b0,	9'b000001011};  
	assign control_store[9'b010000000] = {1'b0,	4'b0000,	1'b1,	1'b0,	1'b1,	1'b0,	2'b00,	1'b0,	2'b00,	3'b000,	1'b1,	1'b0,	1'b0,	1'b0,	9'b010000001};  
	assign control_store[9'b010000010] = {1'b0,	4'b0000,	1'b1,	1'b0,	1'b1,	1'b0,	2'b01,	1'b0,	2'b00,	3'b000,	1'b1,	1'b0,	1'b0,	1'b0,	9'b010000011};  
	assign control_store[9'b010000100] = {1'b0,	4'b0000,	1'b1,	1'b0,	1'b1,	1'b0,	2'b11,	1'b0,	2'b00,	3'b000,	1'b1,	1'b0,	1'b0,	1'b0,	9'b010000101};  
	assign control_store[9'b110000000] = {1'b0,	4'b0001,	1'b0,	1'b0,	1'b0,	1'b0,	2'b00,	1'b0,	2'b00,	3'b011,	1'b0,	1'b0,	1'b0,	1'b0,	9'b000000000};  
	assign control_store[9'b110000010] = {1'b0,	4'b0001,	1'b0,	1'b0,	1'b0,	1'b0,	2'b00,	1'b0,	2'b00,	3'b100,	1'b0,	1'b0,	1'b0,	1'b0,	9'b000000000};  
	assign control_store[9'b110001000] = {1'b0,	4'b1000,	1'b0,	1'b0,	1'b0,	1'b0,	2'b00,	1'b0,	2'b00,	3'b101,	1'b0,	1'b0,	1'b0,	1'b0,	9'b000000000};  
	assign control_store[9'b110001010] = {1'b0,	4'b1000,	1'b0,	1'b0,	1'b0,	1'b0,	2'b00,	1'b0,	2'b00,	3'b110,	1'b0,	1'b0,	1'b0,	1'b0,	9'b000000000};  
	assign control_store[9'b110001100] = {1'b0,	4'b1001,	1'b0,	1'b0,	1'b0,	1'b0,	2'b00,	1'b0,	2'b00,	3'b101,	1'b0,	1'b0,	1'b0,	1'b0,	9'b000000000};  
	assign control_store[9'b110001110] = {1'b0,	4'b1001,	1'b0,	1'b0,	1'b0,	1'b0,	2'b00,	1'b0,	2'b00,	3'b110,	1'b0,	1'b0,	1'b0,	1'b0,	9'b000000000};  
	assign control_store[9'b110110000] = {1'b1,	4'b0000,	1'b0,	1'b0,	1'b0,	1'b0,	2'b00,	1'b0,	2'b10,	3'b001,	1'b0,	1'b0,	1'b0,	1'b0,	9'b000000000};  
	assign control_store[9'b110010000] = {1'b1,	4'b0000,	1'b1,	1'b0,	1'b0,	1'b0,	2'b00,	1'b0,	2'b10,	3'b010,	1'b0,	1'b0,	1'b0,	1'b0,	9'b000000000};  
	assign control_store[9'b000100000] = {1'b1,	4'b0000,	1'b1,	1'b0,	1'b0,	1'b1,	2'b00,	1'b1,	2'b01,	3'b000,	1'b1,	1'b0,	1'b0,	1'b1,	9'b000100001};  
	assign control_store[9'b000100001] = {1'b1,	4'b0000,	1'b1,	1'b0,	1'b0,	1'b1,	2'b00,	1'b1,	2'b01,	3'b000,	1'b1,	1'b0,	1'b0,	1'b1,	9'b000100010};  
	assign control_store[9'b000100010] = {1'b0,	4'b0000,	1'b1,	1'b0,	1'b1,	1'b0,	2'b00,	1'b0,	2'b00,	3'b000,	1'b1,	1'b1,	1'b0,	1'b1,	9'b000100011};  
	assign control_store[9'b000100011] = {1'b0,	4'b0000,	1'b1,	1'b0,	1'b1,	1'b0,	2'b00,	1'b0,	2'b00,	3'b000,	1'b1,	1'b1,	1'b1,	1'b1,	9'b000100000};  
	assign control_store[9'b000000001] = {1'b1,	4'b0000,	1'b1,	1'b0,	1'b0,	1'b1,	2'b00,	1'b0,	2'b01,	3'b000,	1'b0,	1'b0,	1'b0,	1'b0,	9'b000000000};  
	assign control_store[9'b000000011] = {1'b1,	4'b0000,	1'b1,	1'b0,	1'b0,	1'b1,	2'b01,	1'b0,	2'b01,	3'b000,	1'b0,	1'b0,	1'b0,	1'b0,	9'b000000000};  
	assign control_store[9'b000000101] = {1'b1,	4'b0000,	1'b1,	1'b0,	1'b0,	1'b1,	2'b11,	1'b0,	2'b01,	3'b000,	1'b0,	1'b0,	1'b0,	1'b0,	9'b000000000};  
	assign control_store[9'b000001001] = {1'b1,	4'b0000,	1'b1,	1'b0,	1'b0,	1'b1,	2'b00,	1'b1,	2'b01,	3'b000,	1'b0,	1'b0,	1'b0,	1'b0,	9'b000000000};  
	assign control_store[9'b000001011] = {1'b1,	4'b0000,	1'b1,	1'b0,	1'b0,	1'b1,	2'b01,	1'b1,	2'b01,	3'b000,	1'b0,	1'b0,	1'b0,	1'b0,	9'b000000000};  
	assign control_store[9'b010000001] = {1'b0,	4'b0000,	1'b1,	1'b0,	1'b1,	1'b0,	2'b00,	1'b0,	2'b00,	3'b000,	1'b0,	1'b0,	1'b0,	1'b0,	9'b000000000};  
	assign control_store[9'b010000011] = {1'b0,	4'b0000,	1'b1,	1'b0,	1'b1,	1'b0,	2'b01,	1'b0,	2'b00,	3'b000,	1'b0,	1'b0,	1'b0,	1'b0,	9'b000000000};  
	assign control_store[9'b010000101] = {1'b0,	4'b0000,	1'b1,	1'b0,	1'b1,	1'b0,	2'b11,	1'b0,	2'b00,	3'b000,	1'b0,	1'b0,	1'b0,	1'b0,	9'b000000000};  
endmodule

===== ./run.sh =====
#!/bin/bash
# OpenROAD 26Q1-2900-gdf79404cd8, Yosys 0.63+post, stock flow scripts
make -C /OpenROAD-flow-scripts/flow DESIGN_CONFIG=/design/flow/config.mk WORK_HOME=/design/flow/orfs finish

==> flow_summary_export.csv <==
group,metric,value,unit
yosys,synthArstFlopShare,100,%
worst_setup_path,critPathRequiredTime,4.08,ns
floorplan,die_y,97,um
clocking,clk_pin_slew,0.04,ns
detailed_routing,vias,1774,
clocking,cts.sinks,7,
yosys,top_area_cell,"dfrtp_1",
yosys,ys_seq_share,12.6,%
floorplan,std_cell_rows,27,
global_routing,grtUsageTotal,11.9,%
sta,period_used_share,97.0,%
sta,fin_crit,4.95,ns
power,p_leak,0.000870,uW
power,power_density,113,nW/um^2
global_routing,antenna_found_initial,0,
yosys,ys_types,58,
worst_setup_path,crit_family,"buffers and inverters",
worst_setup_path,cp-end-kind,"output port",
sta,slew_headroom,57.2,%
detailed_routing,drcViolationCount,0,
finish,fin_util,39.6,%
yosys,top_cells_by_count,"nand2_1, nor2_1, nor4_1",
detailed_routing,via_per_inst,5.31,
global_routing,overflow,0,
yosys,syn-cell-area,1390,sq um
sta,setup_viol,0,
worst_setup_path,path_max_fanout,8,
clocking,clk-insertion-delay-late,0.22,ns
finish,area_delta_synth_final,60.3,%
clocking,cts.htree.levels,1,
yosys,yosysCellCount,188,
clocking,cts_root_buffer,"clkbuf_8",
global_routing,grt_pass1_wl,9.47,mm
sta,max_freq,202,MHz
place,dp_hpwl,4.98,mm
finish,final_layout_size_suffix_gt1_share,19.5,%
detailed_routing,antennaDiodeCount,0,
sta,finalHoldViolCount,0,
worst_setup_path,max_stage_delay,0.48,ns
place,gp_congestion,0.954,
worst_setup_path,cp_data_arrival_time,3.93,ns
worst_setup_path,cp_cell_sequence,"clkdlybuf4s50_1 > and3b_4 > o21a_1 > a22o_1 > ha_2 > nor2_1 > buf_4 > or4_1 > o32ai_2 > nor3_1 > a21oi_1 > clkdlybuf4s50_1",
floorplan,die_width,97,um
run,cap_violations,0,
worst_setup_path,cp_common_cell,"clkdlybuf4s50_1",
yosys,topCellsByArea,"dfrtp_1, ha_1, nand2_1",
sta,timing.hold.ws,0.780,ns
run_status,run_status,"finished, final reports clean",
detailed_routing,drtIter0Drc,129,
sta,clock-skew-final,0.00180,ns
detailed_routing,firstDrtPassIters,4,
floorplan,pin_count,56,
sta,maxSlewViolCount,0,
yosys,numSynthFlops,7,
run,warnings,31,
detailed_routing,avgRoutedWirePerCell,17.7,um
worst_setup_path,crit_buf_inv,3,
floorplan,core,5640,sq um
global_routing,grt_pass1_vias,1792,
sta,tightestPinTransition,0.640,ns
clocking,clockBufferDepth,2,
worst_setup_path,path_class,"in -> out",
clocking,hold_buffers,0,
floorplan,fp_util,24.7,%
yosys,ys_chip_area,1390,sq um
detailed_routing,routed_wl,5.92,mm
finish,fillers,586,
detailed_routing,ant_nets,0,
yosys,ys.flop_type,"dfrtp_1",
yosys,yosysWarnings,13900,
place,port_buffers,55,
power,vdd_drop_max,0.211,mV
yosys,synth_top_area_share,12.6,%
worst_setup_path,startpoint_type,"input pin",
yosys,edf_count,0,
global_routing,grt_max_degree,24,
min_path,hold_path_class,"reg -> reg",
yosys,syn_area_per_cell,7.41,sq um
floorplan,die-area,9410,sq um
yosys,syn_inst,188,
clocking,tritoncts,"yes",
clocking,numCtsBuffers,3,
sta,fin_setup_tns,0,ns
worst_setup_path,crit_path_top_delay_cell,"or4_1",
sta,rsz0062_at_grt,"false",
yosys,yosysMostFrequentCell,"nand2_1",
==> path summary, 6_finish.rpt <==
path                                         from                     end  slack [ns]  cells after the start
max                                instruction[4]        ctrl_signals[15]        0.15                     12
min                        next_addr[7]$_DFF_PN0_  next_addr[5]$_DFF_PN0_        0.78                      4
max reg2reg                        stay$_DFF_PN0_          stay$_DFF_PN0_        2.68                     10
min reg2reg                next_addr[7]$_DFF_PN0_  next_addr[5]$_DFF_PN0_        0.78                      4
max in group asynchronous                    rstn          stay$_DFF_PN0_        3.80                      1
min in group asynchronous                    rstn  next_addr[1]$_DFF_PN0_        1.06                      1
==> repair_timing <==
action | CTS | global route
endpoints found under the setup margin | 0 | 3
gates resized | 0 | 9
setup buffers | 0 | 0
==> cell type report <==
type	instances	area (sq um)	share of cell area (%)
multi-input cells	164	1150	51.4
repair buffers	80	743	33.3
flip-flops and latches	7	175	7.85
well taps	72	90.1	4.04
clock buffers	4	45.0	2.02
inverters	7	31.3	1.40
==> metrics by stage <==
step | setup WS, ns | instance area (sq um) | total power, uW | std cells
floorplan | 0.699 | 1390 | 110 | 188
global placement | 0.0632 | 2150 | 179 | 330
detailed placement | 0.0570 | 2150 | 177 | 330
CTS | 0.0336 | 2200 | 255 | 334
global route | 0.00990 | 2230 | 272 | 334
finish | 0.150 | 2230 | 253 | 334
==> per-layer routing <==
layer / part of all wire [%] / vias to the layer above / GRT usage (%)
met5: 0 / - / 0
met4: 1.6 / 0 / 1.80
met3: 5.9 / 10 / 2.01
met2: 47 / 61 / 20.1
met1: 45 / 820 / 15.5
li1: - / 883 / -
==> power breakdown <==
part	internal [uW]	switching, uW
sequential	57.3	0.934
combinational	62.9	57.5
clock	53.8	20.9
==> sequential cells by signal, summed over array words and instances, names as in the netlist <==
| name | count |
|---|---|
| next_addr | 6 |
| stay | 1 |
==> cells by family after synthesis <==
logic type | Yosys count | share of synthesized area [%]
simple gates | 95 | 39.1
compound gates | 55 | 29.3
buf+inv | 17 | 7.19
fa+ha+maj | 9 | 8.09
flops | 7 | 12.6
mux | 5 | 3.77
==> worst register-to-register path, cell delays in order, from the launching register on <==
cell and delay, ns:
dfrtp_1 0.40, buf_4 0.23, o41ai_2 0.40, inv_1 0.15
ha_2 0.23, buf_4 0.14, a31oi_1 0.16, nor3_1 0.06
o21ai_0 0.29, buf_4 0.18, nor3_1 0.04
==> cells in the final DEF, fill, tap and decap left out, types with 2 or more instances in the layout <==
| cell | count |
|---|---|
| nor4_1 | 10 |
| o32ai_1 | 2 |
| o21ai_1 | 2 |
| nand4_1 | 3 |
| a22o_1 | 3 |
| ha_1 | 7 |
| a21oi_1 | 8 |
| buf_4 | 25 |
| o211ai_2 | 2 |
| nand3_1 | 7 |
| o22ai_1 | 2 |
| nand2b_1 | 7 |
| or3_1 | 2 |
| nor2_1 | 16 |
| clkbuf_8 | 3 |
| o21ai_0 | 8 |
| nor3b_1 | 2 |
| nor2b_1 | 3 |
| o21a_1 | 3 |
| a21o_1 | 2 |
| nand2_1 | 20 |
| a211oi_1 | 3 |
| nor3_1 | 8 |
| mux2_2 | 2 |
| and3_1 | 5 |
| dlymetal6s2s_1 | 2 |
| inv_1 | 5 |
| mux2i_1 | 3 |
| dfrtp_1 | 7 |
| a31oi_1 | 4 |
| and2_1 | 2 |
| clkdlybuf4s50_1 | 53 |
Power is estimated from default activity; no workload was simulated.
