===== /design/flow/design.v =====
module data_memory_for_cache #(
	parameter LINE_SIZE = 16,
	parameter BYTE_COUNT = 1024,
	parameter LINE_COUNT = BYTE_COUNT/LINE_SIZE,
	parameter ADDR_SIZE = $clog2(LINE_COUNT)
)(
	input logic clk, rstn,
	input logic wr_en,  
	input logic [LINE_SIZE*8 -1:0] wr_data, 
	input logic [ADDR_SIZE -1:0] input_addr,
	output logic [LINE_SIZE*8 -1:0] rd_data  
);
	logic [LINE_SIZE*8 -1:0] memory[0:LINE_COUNT-1]; 
	assign rd_data = memory[input_addr];
	always @(posedge clk or negedge rstn) begin
		if (~rstn) begin
			for (int i = 0; i < LINE_COUNT; i = i+1) memory[i] <= 'b0;
		end 
		else if (wr_en) begin
			memory[input_addr] <= wr_data;
		end
	end
endmodule

===== /design/flow/run.sh =====
#!/bin/bash
# OpenROAD 26Q1-2900-gdf79404cd8, Yosys 0.63+post, stock flow scripts
make -C /OpenROAD-flow-scripts/flow DESIGN_CONFIG=/design/flow/config.mk WORK_HOME=/design/flow/orfs finish

===== /design/flow/config.mk =====
export PLATFORM = sky130hd
export DESIGN_NAME = data_memory_for_cache
export DESIGN_NICKNAME = data_memory_for_cache
export VERILOG_FILES = /design/flow/design.v
export SDC_FILE = /design/flow/constraint.sdc
export NUM_CORES = 4
export LEC_CHECK = 1
export CORE_UTILIZATION = 50

===== /design/flow/constraint.sdc =====
current_design data_memory_for_cache

set clk_period 57.8
set clk_io_pct 0.2

create_clock -name clk0 -period $clk_period [get_ports {clk}]

set non_clock_inputs [all_inputs -no_clocks]
set_input_delay [expr $clk_period * $clk_io_pct] -clock clk0 $non_clock_inputs
set_output_delay [expr $clk_period * $clk_io_pct] -clock clk0 [all_outputs]

==> Slide: Implementation Results <==
Implementation Results

GRT
  • Vias in the first global route: 254000
  • Largest net degree at the start of global routing: 126
  • Global-route wire length before repair: 2230000 um
  • Initial antenna violation count: 166
  • Final global-route overflow total: 0
  • Global router's overall resource usage: 48.5%

Final timing
  • Timing-limited maximum frequency: 34.0 MHz
  • Post-route clock period utilization: 51.0%
  • Actual slew at the worst max-slew pin: 1420 ps
  • Min Tclk post-route: 29450 ps
  • Normalized max-slew margin: 4.40%
  • Final setup skew: 0 ps
  • RSZ-0062 raised after global routing: false
  • Post-route setup TNS: 0 ps
  • Worst hold margin: 496 ps
  • Number of hold violations in the final report: 0
  • Count of final max-slew check failures: 0
  • Setup violators final: 0

Pwr
  • Internal power: 0.0103 W
  • Combinational Power Share: 9.3%
  • Tot Pwr: 0.0137 W
  • Clock power frac: 40.6%
  • Sequential fraction of design power: 50.1%
  • Net Switching: 0.00343 W
  • Switching share of power: 25.0%
  • Total power density per cell area: 34.5 nW/um^2
  • Worst IR Drop VDD: 0.0370 mV
  • Static Leakage: 186 nW

Floorplanning
  • Chip Footprint: 712000 um^2
  • Chip width: 844 um
  • Height of the die: 844 um
  • Core Area: 704000 um^2
  • FP Rows: 308
  • Number of top-level pins: 265
  • FP Util: 50.3%

Logic synthesis
  • Number of distinct standard cells referenced by the synthesized netlist: 70
  • Synth logic family: multiplexers
  • Post-synthesis share of cell area spent on and, or, nand and nor gates: 3.70%
  • Commonest cells in the netlist: sky130_fd_sc_hd__mux2_2, sky130_fd_sc_hd__dfrtp_1, sky130_fd_sc_hd__a22oi_1
  • Share of synthesized registers carrying an async set or reset: 100%
  • Cell with the most instances after synthesis: sky130_fd_sc_hd__mux2_2
  • Multiplexer share of the synthesized area: 26.5%
  • Warnings, synthesis: 2
  • Library cell occupying the most area in the post-synthesis netlist: sky130_fd_sc_hd__dfrtp_1
  • Post-synthesis cell count: 25700
  • Yosys stat area: 354000 um^2
  • Synth Area in Adders: 0%
  • Complex Gates by Area: 8.52%
  • Flip-flops with a built-in enable: 0
  • Cell area leaders: sky130_fd_sc_hd__dfrtp_1, sky130_fd_sc_hd__mux2_2, sky130_fd_sc_hd__a22oi_1
  • Top-area cell share: 57.9%
  • Post-Synth XOR/XNOR Area: 0%
  • Syn avg cell area: 13.8 um^2
  • Register share after synthesis: 57.9%
  • Ys cells: 25700
  • Flops after synth: 8192
  • Predominant post-synthesis flop cell: sky130_fd_sc_hd__dfrtp_1
  • Cell area after synthesis: 354000 um^2

Critical path
  • Cells on worst reg2reg path: 1
  • Worst Path Class, Setup: in2out
  • Register-to-register path setup slack: 56740 ps
  • WP data required: 46240 ps
  • Critical Path, Cell by Cell: buf_8 -> or2_2 -> buf_4 -> nor2_4 -> buf_4 -> buf_4 -> buf_4 -> a22oi_1 -> o2111ai_1 -> nor4_1 -> a21oi_1 -> clkdlybuf4s50_1
  • Critical Path End Type: output port
  • Worst setup path endpoint: rd_data[88]
  • Startpoint types: input pin
  • Peak fanout along the critical path: 23
  • Slowest cell delay on critical path: 990 ps
  • Dominant delay contributor by cell family on the critical path: buffers and inverters
  • Crit path buf inv count: 6
  • Crit Reg-Reg Endpoint: memory[35][28]
  • Worst path depth: 12
  • Startpoint of the worst-slack reg-to-reg timing path: memory[35][28]
  • Top cell by count, worst path: sky130_fd_sc_hd__buf_4
  • Startpoint of the worst setup timing path: input_addr[4]
  • Critical Path Slowest Stage Cell: sky130_fd_sc_hd__nor2_4
  • Worst path arrival time: 17890 ps

Clock tree
  • Clk buf depth: 4
  • Master cell of the clock root buffer: sky130_fd_sc_hd__clkbuf_16
  • Clock sink total: 8192
  • CTS tree: done
  • Clock slew at the register clock pins of the worst setup and hold paths: 60 ps
  • Cts bufs inserted: 852
  • Number of setup buffers added after CTS: 0
  • Level count of the clock H-tree: 6
  • Clock network latency to the later pin of the worst-skew pair: 1220 ps
  • Cts-stage hold buffer count: 0
  • Number of resized instances in the post-cts repair step: 0

Final layout
  • Area of combinational cells with multiple inputs: 138000 um^2
  • Layout area overhead: 12.1%
  • Registers with the most flip-flops: memory x8192
  • Reg with most FFs: memory
  • Sequential cell area: 205000 um^2
  • Share of layout cells above drive strength 1: 42.9%
  • Largest register FFs: 8192
  • Filler cell count: 55500

Status
  • Status: complete, but fails checks
  • Violated checks: antenna violations

Routing
  • Count of TritonRoute iterations in the first routing pass: 9
  • WL/cell: 45.9 um
  • Number of design-rule violations left by the first detailed-router iteration: 25500
  • Drt total wl: 1640000 um
  • Residual antenna-violating net count after detailed routing: 1
  • Vias post-DR: 257000
  • Remaining DRCs: 0
  • Vias per Instance: 7.19

Job
  • Maxcap violations: 0
  • Count of warning messages emitted by the tools: 104

Hold path
  • Hold path start: memory[9][4]
  • Classification of the worst-slack hold path: reg2reg

Placement
  • Placer's final routability congestion estimate: 0.943
  • Placed wire-length estimate: 946000 um
  • Port-buffer cells: 264
==> stage by stage <==
stage / std cells / setup WS (ps) / util [%] / instance area, um^2
after global routing: 35500 / 28670 / 56.3 / 397000
after floorplan: 25700 / 32820 / - / 354000
after CTS: 35500 / 28730 / 56.3 / 397000
after detailed placement: 33900 / 28730 / 52.3 / 368000
final: 35800 / 28350 / 56.4 / 397000
after global placement: 33900 / 28670 / 52.3 / 368000
==> cell usage in the layout, fill, tap and decap left out, types with 269 or more instances in the layout <==
cell type / instances
sky130_fd_sc_hd__a22oi_1: 3253
sky130_fd_sc_hd__and3_1: 491
sky130_fd_sc_hd__buf_4: 1334
sky130_fd_sc_hd__clkbuf_1: 269
sky130_fd_sc_hd__clkbuf_16: 856
sky130_fd_sc_hd__dfrtp_1: 8192
sky130_fd_sc_hd__diode_2: 275
sky130_fd_sc_hd__mux2_2: 8228
sky130_fd_sc_hd__nand2_1: 364
sky130_fd_sc_hd__nand4_1: 556
==> cell type report <==
| type | count | share of cell area, % |
|---|---|---|
| Timing Repair Buffer | 1662 | 3.38 |
| Antenna cell | 275 | 0.173 |
| Clock buffer | 1358 | 6.45 |
| Sequential cell | 8192 | 51.6 |
| Tap cell | 9300 | 2.93 |
| Clock inverter | 193 | 0.616 |
| Inverter | 2 | 0.00189 |
| Multi-Input combinational cell | 14800 | 34.8 |
==> how the worst min path moves through the flow <==
stage,endpoint,depth (start not counted)
final,memory[9][4],1
after global routing,memory[60][28],1
after CTS,memory[5][7],1
==> power by group through the flow <==
stage	clock network, W	logic (W)	registers [W]
final	0.00557	0.00128	0.00686
after global routing	0.00579	0.00136	0.00695
after CTS	0.00557	0.00126	0.00685
==> routing by layer <==
layer / track usage (%) / vias up / share of wire [%]
li1: - / 95700 / -
met1: 62.5 / 136000 / 35
met2: 63.1 / 19200 / 41
met3: 31.3 / 5742 / 16
met4: 27.9 / 163 / 7.1
met5: 1.93 / - / 0.17
==> kinds of logic (layout without fill, tap and decap cells) <==
group / count (synthesis) / count (layout)
other cells: 0 / 275
flops: 8192 / 8192
compound gates: 4011 / 4011
buf+inv: 2784 / 3215
mux: 8352 / 8352
simple gates: 2408 / 2408
Power is estimated from default activity; no workload was simulated.
