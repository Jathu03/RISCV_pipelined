==> design/flow/run.sh <==
#!/bin/bash
# OpenROAD 26Q1-2900-gdf79404cd8, Yosys 0.63+post, stock flow scripts
make -C /OpenROAD-flow-scripts/flow DESIGN_CONFIG=/design/flow/config.mk WORK_HOME=/design/flow/orfs finish
==> design/flow/config.mk <==
export PLATFORM = sky130hd
export DESIGN_NAME = fetch
export DESIGN_NICKNAME = fetch
export VERILOG_FILES = /design/flow/design.v
export SDC_FILE = /design/flow/constraint.sdc
export NUM_CORES = 4
export LEC_CHECK = 1
export CORE_UTILIZATION = 50
==> design/flow/constraint.sdc <==
current_design fetch

set clk_period 5.4
set clk_io_pct 0.2

create_clock -name clk0 -period $clk_period [get_ports {clk}]

set non_clock_inputs [all_inputs -no_clocks]
set_input_delay [expr $clk_period * $clk_io_pct] -clock clk0 $non_clock_inputs
set_output_delay [expr $clk_period * $clk_io_pct] -clock clk0 [all_outputs]
==> design/flow/design.v <==
module branch_pred (
    input logic clk, rstn, branch_taken, is_branch_prev,
    input logic [31:0] epc, fpc,
    output logic pred
);
    logic [7:0] global_history;   
    logic [1:0] global_prediction;  
    logic [2:0] global_index;   
    logic [1:0] prediction_table [7:0];
    assign global_index = global_history[7:5];   
    assign global_prediction = prediction_table[global_index];
    assign pred = (global_prediction == 2'b00 || global_prediction == 2'b01) ? 1'b0 : 1'b1;
    always_ff @(posedge clk or negedge rstn) begin
        if (!rstn) begin
            global_history <= 8'b0;  
            for (int i = 0; i < 8; i++) begin
                prediction_table[i] <= 2'b11;  
            end
        end else if (is_branch_prev) begin
            global_history <= {global_history[6:0], branch_taken};  
            if (branch_taken) begin
                prediction_table[global_index] <= (prediction_table[global_index] == 2'b11) ? 2'b11 : prediction_table[global_index] + 1;
            end else begin
                prediction_table[global_index] <= (prediction_table[global_index] == 2'b00) ? 2'b00 : prediction_table[global_index] - 1;
            end
        end
    end
endmodule
module branch_target (
    input logic clk, rstn, branch_taken,
    input logic [31:0] epc,fpc,
    output logic [31:0] next_pc,
    output logic pred
);
    parameter int BTB_SIZE = 32;  
    parameter int INDEX_BITS = $clog2(BTB_SIZE);
    logic [INDEX_BITS-1:0] index;
    logic [31:0] BTB [0:BTB_SIZE-1];
	 logic BTB_valid [0:BTB_SIZE-1];
    logic [31:0] branch_target;
    logic is_branch_inst, is_branch_prev;
    branch_pred bpu(
        .clk(clk),
        .rstn(rstn),
        .branch_taken(branch_taken),
		  .is_branch_prev(is_branch_prev),
        .epc(epc),
        .fpc(fpc),
        .pred(pred)
    );
	 assign index = fpc[INDEX_BITS+1:2];
    assign branch_target = BTB[index];
	 assign is_branch_inst = BTB_valid[index];
	 assign is_branch_prev = BTB_valid[epc[INDEX_BITS+1:2]];
    assign next_pc = (pred & is_branch_inst) ? branch_target : fpc+4;
	 assign BTB[10] = (10 + 2) << 2;	 
	 assign BTB[18] = (18 - 2) << 2;
	 assign BTB_valid[10] = 1'b1;
	 assign BTB_valid[18] = 1'b1;
	 always_comb begin
		for (int i = 0; i < BTB_SIZE; i++) begin
			if (i != 10 && i != 18) begin
				BTB[i] = 32'b0;
				BTB_valid[i] = 1'b0;
			end
		end
	end
endmodule
module fetch #(
	parameter NUM_INST = 128
)(
	input logic clk, rstn, stall, 
	input logic alu_zero, prev_pred,
	input logic [2:0] branch_type,
	input logic [31:0] prev_pc, target_pc, pc_with_offset,
	output logic [64:0] fetch_dec_reg,
	output logic flush
);
	logic [31:0] pc;
	logic out_pred;
	logic [31:0] instruction;
	pccalc_pred pclogic_obj (.*);
	inst_memory #(.NUM_INST(NUM_INST)) instmem_obj (.*);
	always @(posedge clk or negedge rstn) begin
		if (~rstn) fetch_dec_reg <= 'b0;
		else if (~stall & flush) fetch_dec_reg <= 'b0;
		else if (~stall) fetch_dec_reg <= {instruction, pc, out_pred};	
	end	
endmodule
module inst_memory #(parameter NUM_INST = 128)
(
	input logic [31:0] pc,
	output logic [31:0] instruction
);
	logic [3:0][7:0] memory [0:NUM_INST-1];
	assign instruction = memory[pc >> 2];
	assign memory[0] = 32'b00000000010000000000001010010011;			 
	assign memory[1] = 32'b01000101011001111000_00110_0110111;		 
	assign memory[2] = 32'b00010010001100110000001100010011;			 
	assign memory[3] = 32'b00000000011000101010000000100011;			 
	assign memory[4] = 32'b00000000011000101010001000100011;			 
	assign memory[5] = 32'b00000000011000101010010000100011;			 
	assign memory[6] = 32'b00000011110000000000001110010011;			 
	assign memory[7] = 32'b00000000100000101101010110000011;			 
	assign memory[8] = 32'b00000000000000101101011000000011;			 
	assign memory[9] = 32'b0;													 
	assign memory[10] = 32'b0000000_01100_01011_000_10000_1100011;	 
	assign memory[11] = 32'b00000000110000101000001010010011;		 
	assign memory[12] = 32'b0000000_00101_00111_100_00101_0110011;	 
	assign memory[13]= 32'b00000000000000000000001100010011;          
	assign memory[14]= 32'b00000000001100000000000010010011;          
	assign memory[15]= 32'b00000000000000000000000110010011;          
	assign memory[16]= 32'b00000000000100011000000110010011;          
	assign memory[17] = 32'b00000000000100110000001100010011;          
	assign memory[18]= 32'b11111110000100110100110011100011;          
	assign memory[19] = 32'b00000000001100110000001100110011;          
	always_comb begin
		for (int i = 20; i < NUM_INST; i++) memory[i] = 32'b0;
	end
endmodule
module pccalc_pred (
	input logic clk, rstn, stall, prev_pred,
	input logic [31:0] prev_pc, pc_with_offset,		 
	input logic [31:0] target_pc,	 
	input logic [2:0] branch_type,
	input logic alu_zero,
	output logic [31:0] pc,		 
	output logic flush, out_pred
);
	logic [31:0] next_pc, next_pc_pred;
	logic branch_taken, pred;
	always @(posedge clk or negedge rstn) begin
		if (!rstn) begin
			pc <= 32'b0;
			out_pred <= 1'b0;
		end
		else if (~stall) begin
			pc <= next_pc;
			out_pred <= flush ? branch_taken : pred;
		end else begin
			pc <= pc;
			out_pred <= out_pred;
		end
	end
	always_comb begin
		if (!flush) 	 
			next_pc = next_pc_pred;
		else if (!branch_type || !branch_taken)  
			next_pc = prev_pc + 4;
		else if (branch_type == 3'b010) 		 
			next_pc = {target_pc[31:1], 1'b0};	 
		else												 
			next_pc = pc_with_offset;
	end
	assign branch_taken = (branch_type == 3'b001) ||
						 (branch_type == 3'b010) || 
						 (branch_type == 3'b011 && alu_zero) ||
						 (branch_type == 3'b100 && (!alu_zero)) ||
						 (branch_type == 3'b101 && (!alu_zero)) ||
						 (branch_type == 3'b110 && alu_zero); 	 
	assign flush = (branch_type) && (branch_taken ^ prev_pred);
	branch_target btu (
        .clk(clk),
        .rstn(rstn),
        .branch_taken(branch_taken),
        .epc(prev_pc),
        .fpc(pc),
        .pred(pred),
		  .next_pc(next_pc_pred)
    );
endmodule
==> out/metrics.cfg <==
[outcome]
status=finished, final reports clean

[hold_path]
hold_class=reg -> reg

[setup_path]
cp_num_buf_inv=4
slowest_delay_ns=0.51
worstSetupPathType=in -> out
crit_chain=clkdlybuf4s50_1 > and3b_1 > a221o_1 > a221o_1 > buf_4 > inv_2 > clkdlybuf4s50_1
startpoint_type=input port
cp-end-kind=output port
path_delay_family=buffers and inverters
crit_arrival_ns=3.33
crit_path_max_fanout=50
required_ns=4.32
slowest_stage=clkdlybuf4s50_1

[flow_run]
cap_violations=0
warning_count=34

[synthesis]
syn_avg_cell_area_um2=8.64
ys.flops=115
ys_cells=884
synthArstFlopShare=1.00
ys_seq_share=0.380
synth-edff-count=0
yosys_area_mm2=0.00763
top_cells_by_area=dfrtp_1 (32%), nand2_1 (8.1%), dfstp_2 (5.5%)
synthCells=884
top_area_cell=dfrtp_1
synth_warnings=9
synth.distinct_cells=69
top_area_frac=0.325
syn_area_mm2=0.00763
synthFlopType=dfrtp_1

[clock_tree]
cts_max_level=4
clockRootBuffer=clkbuf_16
cts.sinks=115
post_cts.repair.setup_buffers=0
cts_tree=built
ctsResizeCount=0
clk_latency_ns=0.42
cts_buffer_depth=2
cts_buffers=17
cts_hold_buf=0
clk_pin_slew_ns=0.05

[floorplanning]
fp-utilization=0.519
fp.dieW_um=126
die_y_um=126
die_area_mm2=0.0158
core_area_mm2=0.0147
rows=44
pin_count=170

[place]
io_buffers=166
gp_congestion=0.954
placed_cells=1179
placed_area_mm2=0.00928
dp_hpwl_mm=14.7

[sta]
finalCriticalPeriod_ns=4.41
setup_viol=0
rsz0062_at_grt=false
fmax_mhz=227
slew_violations=0
worstMarginPinSlew_ns=0.877
hold_viol=0
finalSetupTns_ns=0
post-route-period-util=0.817
slew_headroom=0.411
fin_skew_ns=0.00891

[route]
drt_iter0_drc=690
dr.pass1.iters=25
drc=0
routed_wl_mm=20.4
postRouteAntennaNets=0
wl_per_cell_um=16.8
vias_per_cell=5.97
vias=7229
n_antenna_cell=0

[finish]
largest_reg_flops=58
final_area_mm2=0.00989
drive_above_1_share=0.104
num-fill-cells=1069
regArea_mm2=0.00290
final_cell_mix=nand2_1 (164), clkdlybuf4s50_1 (164), dfrtp_1 (99), o21ai_0 (62), nand3_1 (40)
final-comb-area_mm2=0.00434
areaGrowthSynthToFinish_pct=29.6
fin_cells=1211

[global_routing]
gr-total-overflow=0
grt_first_pass_wirelength_mm=34.4
antenna_found_initial=0
grt_max_degree=87
grt_usage=0.278
grt_pass1_vias=6715

[pwr]
ir_drop_uv=321
p_per_area_mw_per_mm2=420
p_leak_nw=3.95

## layer usage
| metal | vias to the layer above | wire, um | GRT usage | part of all wire |
|---|---|---|---|---|
| met5 | - | 0 | 0 | 0 |
| met4 | 0 | 304 | 0.0323 | 0.015 |
| met3 | 28 | 1850 | 0.0881 | 0.091 |
| met2 | 340 | 8580 | 0.389 | 0.42 |
| met1 | 3383 | 9630 | 0.448 | 0.47 |
| li1 | 3478 | - | - | - |
## through the flow
stage | worst slack [ns] | total power [mW] | hold WS [ns] | utilization
2_1_floorplan | 2.01 | 2.42 | 0.428 | -
3_3_place_gp | 1.02 | 2.96 | 0.465 | 0.632
3_5_place_dp | 0.988 | 3.00 | 0.468 | 0.632
4_1_cts | 0.982 | 4.16 | 0.481 | 0.673
5_1_grt | 0.875 | 4.44 | 0.506 | 0.673
6_report | 0.986 | 4.16 | 0.480 | 0.673
## final timing paths
check                                                    from                             end  slack, ns  cells past startpoint
min in group asynchronous                                rstn   fetch_dec_reg[57]$_DFFE_PN0P_       0.69                      1
worst max-delay path                                prev_pred                           flush       0.99                      7
worst max register to register  pclogic_obj.pc[3]$_DFFE_PN0N_  pclogic_obj.pc[31]$_DFFE_PN0N_       1.60                      8
worst min-delay path            fetch_dec_reg[50]$_DFFE_PN0P_   fetch_dec_reg[50]$_DFFE_PN0P_       0.48                      2
worst min register to register  fetch_dec_reg[50]$_DFFE_PN0P_   fetch_dec_reg[50]$_DFFE_PN0P_       0.48                      2
max in group asynchronous                                rstn  pclogic_obj.pc[24]$_DFFE_PN0N_       3.52                      2
## tightest hold or removal path, cell delays in order, from the launching register on
cell and delay (ns):
dfrtp_1 0.34, nand2_1 0.05, o31ai_1 0.05
## logic make-up after synthesis
kind of cell	share of synthesized area
simple gates	0.249
compound gates	0.166
flops	0.380
buf+inv	0.0547
mux	0.0872
xor+xnor	0.0425
fa+ha+maj	0.0210
other cells	0.000491
## layout make-up
class	instances	area share
Timing Repair Buffer	177	0.176
Multi-Input combinational cell	682	0.439
Sequential cell	115	0.293
Tap cell	184	0.0233
Inverter	21	0.00797
Clock buffer	18	0.0434
Clock inverter	14	0.0180
## cells in the mapped netlist (10+ instances only)
| cell type | n |
|---|---|
| o21ai_0 | 62 |
| a21oi_1 | 15 |
| o211ai_1 | 26 |
| nor4_1 | 18 |
| nor2b_1 | 11 |
| dfrtp_1 | 99 |
| ha_1 | 11 |
| mux2i_1 | 35 |
| o31ai_1 | 17 |
| inv_1 | 20 |
| buf_2 | 15 |
| o21ai_1 | 16 |
| nor2_1 | 30 |
| buf_4 | 14 |
| xor2_1 | 17 |
| nor3_1 | 10 |
| clkbuf_1 | 33 |
| xnor2_1 | 20 |
| nand4_1 | 30 |
| nand2_1 | 164 |
| and3_1 | 22 |
| mux2_2 | 24 |
| nand3_1 | 40 |
| dfstp_2 | 16 |
## power breakdown
group / switching, mW / total [mW] / internal (mW)
clock: 0.410 / 1.14 / 0.729
sequential: 0.304 / 1.48 / 1.17
combinational: 0.796 / 1.54 / 0.743
Power figures rest on the tool's default switching activity, not on a simulated workload.
